<file path="design/flow/design.v">
module uart_tx#(
	parameter DATA_WIDTH   = 8        ,
	parameter PARITY_CHECK = "NONE"   ,
	parameter CLK_FREQ     = 50000000 ,
	parameter BAUD_RATE    = 9600
)(
     input                          clk    ,
     input                          rst    ,
     input                          i_vld  ,
     input    [DATA_WIDTH-1 : 0]    i_data ,
    output                          o_rdy  ,
    output    bit                   tx = 1
) ;
initial begin
	assert(PARITY_CHECK == "NONE" || PARITY_CHECK == "ODD" || PARITY_CHECK == "EVEN") else
	$fatal(1,"Input error in parity check method");
	assert(CLK_FREQ/BAUD_RATE >= 2) else
	$fatal(1,"the CLK_FREQ must be 2 times larger than BAUD_RATE");
	assert(DATA_WIDTH >= 2)	else 
	$fatal(1,"The bit width of the data must be reasonable.");
	assert(DATA_WIDTH <= 8)	else
	$warning("The bit width of the data seems too long.");
end
reg    [DATA_WIDTH+1 : 0]    non_pc_data  = '1 ;
reg    [DATA_WIDTH+2 : 0]    odd_pc_data  = '1 ;
reg    [DATA_WIDTH+2 : 0]    even_pc_data = '1 ;
reg    [$clog2(CLK_FREQ/BAUD_RATE)-1 : 0]    signal_bit_cnter = CLK_FREQ/BAUD_RATE - 2 ;
reg    [$clog2(DATA_WIDTH+2)-1       : 0]    non_pc_data_cnter ;
reg    [$clog2(DATA_WIDTH+3)-1       : 0]    pc_data_cnter     ;
reg    tx_fsm = '0 ;  
reg    tx_pre = '1 ;
assign o_rdy = ~tx_fsm;
always_ff @(posedge clk) begin
	if (rst)
		tx_fsm <= 0 ;
	else if (o_rdy&&i_vld) 
		tx_fsm <= 1 ;
	else if (tx_fsm == 1) 
		case(PARITY_CHECK)
			"NONE"  : tx_fsm <= !((non_pc_data_cnter == DATA_WIDTH+1) && (signal_bit_cnter == 0));
			default : tx_fsm <= !((pc_data_cnter     == DATA_WIDTH+2) && (signal_bit_cnter == 0));
		endcase
end
always_ff @(posedge clk) 
	if (rst) begin
		non_pc_data  <= '1 ;
		odd_pc_data  <= '1 ;
		even_pc_data <= '1 ;
	end else if (o_rdy&&i_vld) begin
		non_pc_data  <= { 1'b1             ,i_data ,1'b0 } ;
		odd_pc_data  <= { 1'b1 ,!(^i_data) ,i_data ,1'b0 } ;
		even_pc_data <= { 1'b1 ,^i_data    ,i_data ,1'b0 } ;
	end else if (signal_bit_cnter == 0) begin
		non_pc_data  <= { 1'b1 , non_pc_data[DATA_WIDTH+1  : 1] } ;
		odd_pc_data  <= { 1'b1 , odd_pc_data[DATA_WIDTH+2  : 1] } ;
		even_pc_data <= { 1'b1 , even_pc_data[DATA_WIDTH+2 : 1] } ;
	end 
always_ff @(posedge clk) begin
	if (tx_fsm) 
		signal_bit_cnter <= signal_bit_cnter == 0 ? CLK_FREQ/BAUD_RATE - 1 : signal_bit_cnter - 1;
	else
		signal_bit_cnter <= CLK_FREQ/BAUD_RATE - 2;
	if (rst) begin
		non_pc_data_cnter <= 0;
		pc_data_cnter <= 0;
	end else if (tx_fsm) begin
		non_pc_data_cnter <= signal_bit_cnter == 0 ? non_pc_data_cnter + 1 : non_pc_data_cnter;
		pc_data_cnter <= signal_bit_cnter == 0 ? pc_data_cnter + 1 : pc_data_cnter;
	end else if (!tx_fsm) begin
		non_pc_data_cnter <= 0;
		pc_data_cnter <= 0;
	end
end 
always_ff @(posedge clk) begin
	if (rst)
		tx_pre <= '1 ;
	else
		case (PARITY_CHECK)
			"NONE" : tx_pre <= i_vld && o_rdy ? '0 : non_pc_data[0]  ;
			"ODD"  : tx_pre <= i_vld && o_rdy ? '0 : odd_pc_data[0]  ;
			"EVEN" : tx_pre <= i_vld && o_rdy ? '0 : even_pc_data[0] ;
		endcase
	tx <= rst ? '1 : tx_pre ;
end
endmodule
</file>
<file path="design/flow/run.sh">
#!/bin/bash
# OpenROAD 26Q1-2900-gdf79404cd8, Yosys 0.63+post, stock flow scripts
make -C /OpenROAD-flow-scripts/flow DESIGN_CONFIG=/design/flow/config.mk WORK_HOME=/design/flow/orfs finish
</file>
<file path="design/flow/config.mk">
export PLATFORM = sky130hd
export DESIGN_NAME = uart_tx
export DESIGN_NICKNAME = uart_tx
export VERILOG_FILES = /design/flow/design.v
export SDC_FILE = /design/flow/constraint.sdc
export NUM_CORES = 4
export LEC_CHECK = 1
export CORE_AREA = 10 10 100 100
export DIE_AREA = 0 0 110 110
export SYNTH_HDL_FRONTEND = slang
</file>
<file path="design/flow/constraint.sdc">
current_design uart_tx

set clk_period 4.2
set clk_io_pct 0.2

create_clock -name clk0 -period $clk_period [get_ports {clk}]

set non_clock_inputs [all_inputs -no_clocks]
set_input_delay [expr $clk_period * $clk_io_pct] -clock clk0 $non_clock_inputs
set_output_delay [expr $clk_period * $clk_io_pct] -clock clk0 [all_outputs]
</file>
==> job_summary.md <==
## Synthesis and layout report

| Metric | Value |
|---|---|
| Worst ir drop on vdd | `0.172 mV` |
| RSZ-0062 raised after global routing | `no` |
| Placement Setup Slack | `1.84 ns` |
| Die height | `about 110 um` |
| Arrival time worst endpoint | `approximately 1.5 ns` |
| FF-to-FF path depth | `6` |
| Cycle use final | `0.548` |
| Tmin final | `around 2.3 ns` |
| Top cells by area | `dfxtp_1 (44%), mux2i_1 (5.3%), xnor2_1 (4.7%)` |
| Slack of the critical path | `1.90 ns` |
| Seq share, synth | `0.443` |
| Top cell type's share of synthesized area | `0.443` |
| CTS Buf Count | `5` |
| Grt total ovfl | `0` |
| FP Rows | `32` |
| PD cells | `~360 nW/um^2` |
| Relative slew margins | `0.513` |
| Hold crit path type | `register to register` |
| Clk_skew | `0.00627 ns` |
| Commonest cells in the netlist | `dfxtp_1 (29), nor2_1 (12), nor3_1 (10)` |
| Flop-to-flop setup slack | `roughly 1.9 ns` |
| CTS resizes | `0` |
| # setup viols final | `0` |
| Post-CTS Hold Buffers | `0` |
| Number of detailed-route iterations in the first pass | `6` |
| Yosys chip area | `1310 sq um` |
| Yosys cell count | `about 140` |
| Post-Syn Area per Cell | `9.57 sq um` |
| Hold_sp | `tx_pre` |
| Num Clock Sinks | `29` |
| 1st-iter DRT viols | `29` |
| Global-route wire length before repair | `just over 4000 um` |
| TritonCTS clock tree | `done` |
| MaxCap Viol Count | `0` |
| Max clock buf depth | `2` |
| Clk latency late pin | `0.28 ns` |
| Setup crit end kind | `output port` |
| Post-Syn Area | `1310 sq um` |
| Outcome | `finished clean` |
| Port bufs | `12` |
| DRC | `0` |
| Mapped Cells | `137` |
| Leak Pwr | `0.579 nW` |
| Core Box Area | `7810 sq um` |
| Die area | `between 10000 and 15000 sq um` |
| DR WL/cell | `9.35 um` |
| Routability cong. | `between 0.7 and 0.8` |
| Number of global-route vias before repair | `908` |
| Root buffer cell | `clkbuf_8` |
| Main flop type | `dfxtp_1` |
| Chip Width | `110 um` |
| Critical Path Fanout Max | `14` |
| EDFF count, synth | `0` |
| Worst slew pin tran | `0.728 ns` |
| Initial antenna violation count | `0` |
| Setup TNS | `0 ns` |
| Worst Hold End | `tx` |
| P&R area growth vs syn | `24.2%` |
| Crit start category | `register` |
| Io pins | `13` |
| Fmax | `434 MHz` |
| CTS HTree Levels | `2` |
| Final hold vios | `0` |
| Log Warnings | `26` |
| Ys Warns | `0` |
| Clk slew on worst S/H paths | `~0.06 ns` |
| Reg-to-Reg Start | `signal_bit_cnter[0]` |
| Max Slew Vio Count | `0` |
| WP data required | `between 3 and 4 ns` |
| Routed Antenna Nets | `0` |
| Setup CP Type | `register to output port` |
| Largest net degree at the start of global routing | `26` |
| Top cell type by total area after synthesis | `dfxtp_1` |
| Post CTS Setup Buffer Count | `0` |
| Final HPWL DP | `1640 um` |
| Antenna Cells | `0` |
| Share of cells above drive strength 1 | `0.113` |
| FP Core Util | `0.168` |
| Cell Type Count | `35` |
| Total routed wirelength | `2360 um` |
| Hold Path Depth | `1` |
| FFs w/ async S/R, synth | `0` |
| Synth flops | `29` |
| End of the worst register-to-register path | `non_pc_data_cnter[3]` |
| Filler cell count | `approximately 860` |
| DR vias/cell | `3.79` |
| Post-synthesis cell type with the largest instance count | `dfxtp_1` |
| DR vias | `956` |
| GRT Overall Usage | `0.0406` |
## per-stage QoR
step / std cells / total power [W] / instance area [sq um] / utilization / hold slack (ns)
6_report: 252 / 0.000587 / 1630 / 0.209 / 0.400
5_1_grt: 252 / 0.000616 / 1630 / 0.209 / 0.418
4_1_cts: 252 / 0.000598 / 1630 / 0.209 / 0.398
3_5_place_dp: 244 / 0.000342 / 1530 / 0.196 / 0.394
3_3_place_gp: 244 / 0.000341 / 1530 / 0.196 / 0.396
2_1_floorplan: 137 / 0.000324 / 1310 / - / 0.389
## worst max-delay path, cell delays in order, from the launching register on
cell and delay, ns:
dfxtp_1 0.62, inv_1 0.12, clkdlybuf4s50_1 0.44
## cell families (layout without fill, tap and decap cells)
group,Yosys count,count (layout),share of synthesized area
AOI/OAI and AO/OA,20,20,0.105
and+or+nand+nor,57,57,0.272
muxes,7,7,0.0534
DFF,29,29,0.443
adders and majority gates,3,3,0.0286
buffers and inverters,12,25,0.0382
xor gates and xnor gates,9,9,0.0601
## layer usage
layer / GRT usage / part of all wire
met1: 0.0589 / 0.49
met2: 0.0555 / 0.44
met3: 0.0200 / 0.068
met4: 0.00279 / 0
met5: 0 / 0
## sequential cells by signal, indices dropped and copies added, names as in the netlist
register,cells
tx_fsm,1
non_pc_data_cnter,4
tx,1
tx_pre,1
non_pc_data,9
signal_bit_cnter,13
## where the power goes
part	switching, W	internal, W
clock network	0.000105	0.000148
logic	0.0000177	0.0000229
registers	0.00000844	0.000286
## how the worst max path moves through the flow
stage,endpoint,start,cells past startpoint,slack [ns]
4_1_cts,o_rdy,tx_fsm,2,1.88
5_1_grt,non_pc_data_cnter[3],signal_bit_cnter[0],6,1.73
6_report,o_rdy,tx_fsm,2,1.90
## cell usage in the layout (no fill, tap or decap), types with 2 or more instances in the layout
| master | n |
|---|---|
| o31a_1 | 6 |
| xor2_1 | 2 |
| xnor2_1 | 7 |
| dfxtp_1 | 29 |
| nor2_1 | 12 |
| nand2_1 | 9 |
| nand3_1 | 7 |
| a21oi_1 | 7 |
| nor4_2 | 3 |
| inv_1 | 5 |
| ha_1 | 3 |
| mux2i_1 | 7 |
| or3_1 | 3 |
| clkbuf_8 | 7 |
| nor3_1 | 10 |
| nand2b_1 | 2 |
| o31ai_1 | 2 |
| o21ai_1 | 2 |
| clkdlybuf4s50_1 | 12 |
## final cells by class
type	instances	area, sq um	area share
multi-input combinational	96	681	0.418
sequential	29	581	0.356
tap	102	128	0.0783
timing repair buffer	12	120	0.0737
clock buffer	7	96.3	0.0591
inverter	5	18.8	0.0115
clock inverter	1	5.00	0.00307
Power figures rest on the tool's default switching activity, not on a simulated workload.
