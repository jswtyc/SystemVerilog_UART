`flow/constraint.sdc`:
```
current_design uart_rx_fast

set clk_period 2.3
set clk_io_pct 0.2

create_clock -name clk0 -period $clk_period [get_ports {clk}]

set non_clock_inputs [all_inputs -no_clocks]
set_input_delay [expr $clk_period * $clk_io_pct] -clock clk0 $non_clock_inputs
set_output_delay [expr $clk_period * $clk_io_pct] -clock clk0 [all_outputs]
```
`flow/run.sh`:
```
#!/bin/bash
# OpenROAD 26Q1-2900-gdf79404cd8, Yosys 0.63+post, stock flow scripts
make -C /OpenROAD-flow-scripts/flow DESIGN_CONFIG=/design/flow/config.mk WORK_HOME=/design/flow/orfs finish
```
`flow/config.mk`:
```
export PLATFORM = sky130hd
export DESIGN_NAME = uart_rx_fast
export DESIGN_NICKNAME = uart_rx_fast
export VERILOG_FILES = /design/flow/design.v
export SDC_FILE = /design/flow/constraint.sdc
export NUM_CORES = 4
export LEC_CHECK = 1
export CORE_AREA = 10 10 95 95
export DIE_AREA = 0 0 105 105
export SYNTH_HDL_FRONTEND = slang
```
`flow/design.v`:
```
module uart_rx_fast#(
	parameter DATA_WIDTH   = 8        ,
	parameter PARITY_CHECK = "NONE"   ,
	parameter CLK_FREQ     = 240000000 ,
	parameter BAUD_RATE    = 80000000
)(
     input                                 clk     ,
     input                                 rst     ,
     input                                 rx      ,
     input                                 i_rdy   ,
    output    reg                          o_vld   ,
    output    reg                          pc_pass ,  
    output    reg    [DATA_WIDTH-1 : 0]    o_data
) ;
initial begin
	assert(PARITY_CHECK == "NONE" || PARITY_CHECK == "ODD" || PARITY_CHECK == "EVEN") else
	$fatal(1,"Input error in parity check method");
	assert(CLK_FREQ/BAUD_RATE == 3) else
	$fatal(1,"The clock frequency must be three times the baud rate.");
	assert(DATA_WIDTH >= 2)	else 
	$fatal(1,"The bit width of the data must be reasonable.");
	assert(DATA_WIDTH <= 8)	else
	$warning("The bit width of the data seems too long.");
end
(* ASYNC_REG="TRUE" *) reg [2-1:0] sreg = '1;
always_ff @ (posedge clk) sreg <= {sreg[0], rx};
reg     [2 : 0]    rx_buffer = '1     ;
wire               sample             ;
reg                pc_sample_time     ;  
reg                non_pc_sample_time ;  
reg    [$clog2(CLK_FREQ/BAUD_RATE)-1 : 0]    signal_bit_cnter = CLK_FREQ/BAUD_RATE - 1 ;
reg    [$clog2(DATA_WIDTH+2)-1       : 0]    non_pc_data_cnter ;
reg    [$clog2(DATA_WIDTH+3)-1       : 0]    pc_data_cnter     ;
reg                        rx_fsm  ;  
bit    [DATA_WIDTH : 0]    rx_data ;
always_ff @(posedge clk) 
	rx_buffer <= rst ? '1 : {rx_buffer[1:0], sreg[1]} ;
assign sample = (rx_buffer[0] + rx_buffer[1] + rx_buffer[2]) > 1;
always_ff @(posedge clk) begin
	if (rst) begin
		pc_sample_time <= '0;
		non_pc_sample_time <= '0;
	end else begin
		pc_sample_time <= (pc_data_cnter == DATA_WIDTH+2 && signal_bit_cnter == CLK_FREQ/BAUD_RATE - 1); 
		non_pc_sample_time <= (non_pc_data_cnter == DATA_WIDTH+1 && signal_bit_cnter  == CLK_FREQ/BAUD_RATE - 1);
	end
end
always_ff @(posedge clk) begin
	if (rst) 
		rx_fsm <= 0 ;
	else if ( rx_fsm == 0 ) 
		rx_fsm <= signal_bit_cnter == 1 && !rx_buffer[0] ;
	else if ( rx_fsm == 1 )
		case (PARITY_CHECK)  
			"NONE"  : rx_fsm <= !(non_pc_data_cnter == DATA_WIDTH+1 && signal_bit_cnter == CLK_FREQ/BAUD_RATE - 1) ;
			default : rx_fsm <= !(pc_data_cnter == DATA_WIDTH+2 && signal_bit_cnter == CLK_FREQ/BAUD_RATE - 1) ;
		endcase
end 
always_ff @(posedge clk) begin
	if (rst)
		signal_bit_cnter <= CLK_FREQ/BAUD_RATE - 1 ;
	else begin
		if (!(|signal_bit_cnter))
			signal_bit_cnter <= CLK_FREQ/BAUD_RATE - 1 ;
		else
			signal_bit_cnter <= rx_buffer[0] && !rx_fsm ? CLK_FREQ/BAUD_RATE - 1 : signal_bit_cnter - 1;
	end
	if (rst) begin
		non_pc_data_cnter <= '0;
		pc_data_cnter <= '0;
	end else if (rx_fsm) begin
		non_pc_data_cnter <= signal_bit_cnter == 0 ? non_pc_data_cnter + 1 : non_pc_data_cnter;
		pc_data_cnter <= signal_bit_cnter == 0 ? pc_data_cnter + 1 : pc_data_cnter;
	end else if (!rx_fsm) begin
		non_pc_data_cnter <= '0;
		pc_data_cnter <= '0;
	end
end
always_ff @(posedge clk)
	case (PARITY_CHECK)
		"NONE": 
			if (rx_fsm && (|non_pc_data_cnter) && non_pc_data_cnter != DATA_WIDTH+1)
				rx_data <= signal_bit_cnter == 0 ? {sample, rx_data[DATA_WIDTH-1:1]} : rx_data;
		default:
			if (rx_fsm && (|pc_data_cnter) && pc_data_cnter != DATA_WIDTH+2)
				rx_data <= signal_bit_cnter == 0 ? {sample, rx_data[DATA_WIDTH:1]} : rx_data;
	endcase
always_ff @(posedge clk) begin
	case (PARITY_CHECK)
		"NONE": begin 
			o_data <= non_pc_sample_time ? rx_data[DATA_WIDTH-1 : 0] : o_data ;
			pc_pass <= 1;
			if (rst)
				o_vld <= 0;
			else if (non_pc_sample_time) 
				o_vld <= 1;
			else if (i_rdy&&o_vld)
				o_vld <= 0;
		end
		"EVEN": begin
			o_data <= pc_sample_time ? rx_data[DATA_WIDTH-1 : 0] : o_data ;
			pc_pass <= pc_sample_time ? ~(^rx_data) : pc_pass;
			if (rst) 
				o_vld <= 0;
			else if (pc_sample_time) 
				o_vld <= 1;
			else if (i_rdy&&o_vld) 
				o_vld <= 0;
		end
		"ODD": begin
			o_data <= pc_sample_time ? rx_data[DATA_WIDTH-1 : 0] : o_data ;
			pc_pass <= pc_sample_time ? (^rx_data) : pc_pass;
			if (rst) 
				o_vld <= 0;
			else if (pc_sample_time) 
				o_vld <= 1;
			else if (i_rdy&&o_vld) 
				o_vld <= 0;
		end
	endcase
end
endmodule
```
==> flow_summary.ini <==
; flow metrics
[detailed_routing]
post_drt_wl_per_cell_um = 8.34
routed_via_density = 3.09
drt_pass1_iterations = 4
first_iter_violations = 11
drc = 0
postRouteAntennaNets = 0
diodes = 0
routed_wl_um = 1570
vias = 581

[synth]
yosys_warnings = 0
synth-edff-count = 16
ff_type = edfxtp_1
yosysTopAreaCell = edfxtp_1
ys_area_mm2 = 0.00110
syn_area_mm2 = 0.00110
syn_avg_cell_area_um2 = 14.7
synth_top_area_share_pct = 43.5
synth-async-reset-ratio_pct = 0
ys_seq_share_pct = 68.9
post_synth_num_cell_types = 25
top_cells_by_count = edfxtp_1 (16), dfxtp_1 (14), inv_1 (8), ha_1 (7), nor2_1 (4)
synth.most_common_cell = edfxtp_1
yosysCellCount = 75
synthCells = 75
area_leaders = edfxtp_1 (43%), dfxtp_1 (25%), ha_1 (7.9%)
synth_flops = 30

[clock_network]
cts_made_buffers = 5
cts-hold-fix-buffers = 0
clk_latency_ns = 0.28
cts_sinks = 30
cts-root-buf = clkbuf_8
postCtsResizedCells = 0
clkTransAtPathRegs_ns = 0.07
cts_tree = built
clk_path_buf_depth = 2
cts_setup_buffers = 0
cts_max_level = 2

[setup_path]
cp-start-kind = flop
critPathKind = flop to primary output
critical_path_arrival_ns = 1.08
reg2regPathDepth = 3
cp-startpoint = o_vld
rrSetupSlack_ns = 0.77
regToRegEndpoint = rx_data[7]
crit_path_end_kind = primary output
cpLargestDelayFamily = buffers and inverters
max_stage_delay_ns = 0.46
cp_max_fo = 2
crit_chain = clkdlybuf4s50_1
crit_slowest_cell = clkdlybuf4s50_1
worst-path-buf-inv = 1
r2r_start = signal_bit_cnter[0]
critPathRequiredTime_ns = 1.84

[power_and_ir_drop]
seqPwrFrac_pct = 51.6
finalPower_uw = 1100
switchingPower_uw = 206
p_int_uw = 894
p_leak_uw = 0.000513
powerDensity_mw_per_mm2 = 767
pwr-share-clk_pct = 46.4
combPwrFrac_pct = 2.0
max-vdd-ir-drop_v = 0.000232
p_sw_share_pct = 18.7

[final_timing]
fmax_ghz = 0.650
setup_violations = 0
setup_tns_ns = 0
period_minus_slack_ns = 1.54
hold_slack_ns = 0.328
finalHoldViolCount = 0
fin_skew_ns = 0.00655
drv_slew = 0
fin_crit_sh_pct = 66.9
rsz0062_at_grt = no

[die]
io_pins = 14
die_area_mm2 = 0.0110
die_w_um = 105
initial_utilization_pct = 16.0
num_rows = 30
coreArea_mm2 = 0.00691
die_h_um = 105

[job]
warnings = 29
cap_viol_max_count = 0

[global_route]
grt_use_met1_pct = 3.46
grt_max_degree = 12
top_usage_layer = met2
grt_use_total_pct = 2.89
use_met3_pct = 1.99
grt_overflow_total = 0
grt_pass1_wl_um = 2700
use_met2_pct = 4.23
grt_pass1_vias = 592
antenna_found_initial = 0

[status]
status = complete, no violations

[place]
dp_hpwl_um = 1110
port_buffers = 12
finalWeightedCongestion = 0.748

[finish]
nFillCells = 754
areaGrowthSynthToFinish_pct = 29.8
drive_gt1_share_pct = 15.2

[worst_hold_path]
worst_hold_path.endpoint = sreg[1]
holdCritStartpoint = sreg[0]
min_path_type = flop to flop
hold_depth = 0
[worst max path at each step]
stage                 to  slack [ns]  cells after the start
finish             o_vld        0.76                      1
CTS                o_vld        0.74                      1
global route  rx_data[7]        0.65                      3
[state kept, by name, summed over array words and instances, names as in the netlist]
register and count:
non_pc_data_cnter 4, non_pc_sample_time 1, o_data 8, o_vld 1, rx_buffer 3, rx_data 8
rx_fsm 1, signal_bit_cnter 2, sreg 2
[layout make-up]
class / instances / area, um2 / area share (%)
inverter: 8 / 30.0 / 2.09
multi-input combinational: 34 / 294 / 20.5
sequential: 30 / 761 / 53.1
clock buffer: 5 / 68.8 / 4.80
tap: 96 / 120 / 8.38
clock inverter: 3 / 40.0 / 2.79
timing repair buffer: 12 / 120 / 8.38
[metrics by stage]
stage	utilization (%)	instances	cell area, um2	setup WS, ns
final	20.8	188	1430	0.761
after global routing	20.8	188	1430	0.651
after CTS	20.8	188	1430	0.736
after detailed placement	19.2	180	1330	0.601
after global placement	19.2	180	1330	0.611
after floorplan	-	75	1100	0.969
[logic make-up (layout without fill, tap and decap cells)]
kind of cell	Yosys count	after routing	share of synthesized area [%]
xor+xnor	1	1	0.793
other cells	1	1	0.339
flops	30	30	68.9
buf+inv	11	28	4.53
mux	3	3	2.72
compound gates	8	8	6.68
simple gates	14	14	8.15
fa+ha+maj	7	7	7.93
[per-layer routing]
metal | up-vias | part of all wire [%]
met5 | - | 0
met4 | 0 | 2.4
met3 | 5 | 11
met2 | 23 | 38
met1 | 266 | 48
li1 | 287 | -
[layout by cell type, fill, tap and decap left out, types with 2 or more instances in the layout]
cell type / netlist / layout
clkinv_2: 0 / 2
nand3b_1: 2 / 2
ha_1: 7 / 7
clkdlybuf4s50_1: 0 / 12
nor2_1: 4 / 4
inv_1: 8 / 8
a21oi_1: 2 / 2
dfxtp_1: 14 / 14
edfxtp_1: 16 / 16
clkbuf_8: 0 / 5
mux2i_1: 3 / 3
or2_2: 2 / 2
[power groups by stage]
stage                 Combinational (uW)  Sequential [uW]  Clock, uW
after CTS                           22.7              568        523
after global routing                25.3              568        548
final                               22.2              568        510
Power is estimated from default activity; no workload was simulated.
