<file path="/design/flow/config.mk">
export PLATFORM = sky130hd
export DESIGN_NAME = uart_rx_slow
export DESIGN_NICKNAME = uart_rx_slow
export VERILOG_FILES = /design/flow/design.v
export SDC_FILE = /design/flow/constraint.sdc
export NUM_CORES = 4
export LEC_CHECK = 1
export CORE_UTILIZATION = 30
export SYNTH_HDL_FRONTEND = slang
</file>
<file path="/design/flow/constraint.sdc">
current_design uart_rx_slow

set clk_period 3.5
set clk_io_pct 0.2

create_clock -name clk0 -period $clk_period [get_ports {clk}]

set non_clock_inputs [all_inputs -no_clocks]
set_input_delay [expr $clk_period * $clk_io_pct] -clock clk0 $non_clock_inputs
set_output_delay [expr $clk_period * $clk_io_pct] -clock clk0 [all_outputs]
</file>
<file path="/design/flow/design.v">
module uart_rx_slow#(
	parameter DATA_WIDTH   = 8        ,
	parameter PARITY_CHECK = "NONE"   ,
	parameter CLK_FREQ     = 50000000 ,
	parameter BAUD_RATE    = 9600
)(
     input                                 clk     ,
     input                                 rst     ,
     input                                 rx      ,
     input                                 i_rdy   ,
    output    reg                          o_vld   ,
    output    reg                          pc_pass ,  
    output    reg    [DATA_WIDTH-1 : 0]    o_data
) ;
initial begin
	assert(PARITY_CHECK == "NONE" || PARITY_CHECK == "ODD" || PARITY_CHECK == "EVEN") else
	$fatal(1,"Input error in parity check method");
	assert(CLK_FREQ/BAUD_RATE >= 16) else
	$fatal(1,"the CLK_FREQ must be 16 times larger than BAUD_RATE");
	assert(DATA_WIDTH >= 2)	else 
	$fatal(1,"The bit width of the data must be reasonable.");
	assert(DATA_WIDTH <= 8)	else
	$warning("The bit width of the data seems too long.");
end
(* ASYNC_REG="TRUE" *) reg [2-1:0] sreg = '1;
always_ff @ (posedge clk) sreg <= {sreg[0], rx};
reg     [3 : 0]    rx_buffer = '1     ;
wire               sample             ;
reg                pc_sample_time     ;  
reg                non_pc_sample_time ;  
reg    [$clog2(CLK_FREQ/BAUD_RATE)-1 : 0]    signal_bit_cnter = CLK_FREQ/BAUD_RATE - 1 ;
reg    [$clog2(DATA_WIDTH+2)-1       : 0]    non_pc_data_cnter ;
reg    [$clog2(DATA_WIDTH+3)-1       : 0]    pc_data_cnter     ;
reg                        rx_fsm  ;  
bit    [DATA_WIDTH : 0]    rx_data ;
always_ff @(posedge clk) 
	rx_buffer <= rst ? '1 : {rx_buffer[2:0], sreg[1]} ;
assign sample = (rx_buffer[0] + rx_buffer[1] + rx_buffer[2] + rx_buffer[3]) > 2;
always_ff @(posedge clk) begin
	if (rst) begin
		pc_sample_time <= '0;
		non_pc_sample_time <= '0;
	end else begin
		pc_sample_time <= (pc_data_cnter == DATA_WIDTH+2 && signal_bit_cnter == (CLK_FREQ/BAUD_RATE-1)>>1); 
		non_pc_sample_time <= (non_pc_data_cnter == DATA_WIDTH+1 && signal_bit_cnter  == (CLK_FREQ/BAUD_RATE-1)>>1);
	end
end
always_ff @(posedge clk) begin
	if (rst) 
		rx_fsm <= 0 ;
	else if ( rx_fsm == 0 ) 
		rx_fsm <= signal_bit_cnter == (CLK_FREQ/BAUD_RATE-1)>>1;
	else if ( rx_fsm == 1 )
		case (PARITY_CHECK)
			"NONE"  : rx_fsm <= !non_pc_sample_time ;
			default : rx_fsm <= !pc_sample_time ;
		endcase
end 
always_ff @(posedge clk) begin
	if (rst)
		signal_bit_cnter <= CLK_FREQ/BAUD_RATE - 1 ;
	else if (!rx_fsm) 
		signal_bit_cnter <= rx_buffer[0] ? CLK_FREQ/BAUD_RATE - 1 : signal_bit_cnter - 1;
	else if (rx_fsm) 
		signal_bit_cnter <= signal_bit_cnter == 0 ? CLK_FREQ/BAUD_RATE - 1 : signal_bit_cnter - 1 ;
	if (rst) begin
		non_pc_data_cnter <= '0;
		pc_data_cnter <= '0;
	end else if (rx_fsm) begin
		non_pc_data_cnter <= signal_bit_cnter == 0 ? non_pc_data_cnter + 1 : non_pc_data_cnter;
		pc_data_cnter <= signal_bit_cnter == 0 ? pc_data_cnter + 1 : pc_data_cnter;
	end else if (!rx_fsm) begin
		non_pc_data_cnter <= '0;
		pc_data_cnter <= '0;
	end
end
always_ff @(posedge clk)
	case (PARITY_CHECK)
		"NONE": 
			if (rx_fsm && (|non_pc_data_cnter) && non_pc_data_cnter != DATA_WIDTH+1)
				rx_data <= signal_bit_cnter == (CLK_FREQ/BAUD_RATE-1)>>1 ? {sample,rx_data[DATA_WIDTH-1:1]} : rx_data;
		default:
			if (rx_fsm && (|pc_data_cnter) && pc_data_cnter != DATA_WIDTH+2)
				rx_data <= signal_bit_cnter == (CLK_FREQ/BAUD_RATE-1)>>1 ? {sample,rx_data[DATA_WIDTH:1]} : rx_data;
	endcase
always_ff @(posedge clk) begin
	case (PARITY_CHECK)
		"NONE": begin 
			o_data <= non_pc_sample_time ? rx_data[DATA_WIDTH-1 : 0] : o_data ;
			pc_pass <= 1;
			if (rst)
				o_vld <= 0;
			else if (non_pc_sample_time) 
				o_vld <= 1;
			else if (i_rdy&&o_vld)
				o_vld <= 0;
		end
		"EVEN": begin
			o_data <= pc_sample_time ? rx_data[DATA_WIDTH-1 : 0] : o_data ;
			pc_pass <= pc_sample_time ? ~(^rx_data) : pc_pass;
			if (rst) 
				o_vld <= 0;
			else if (pc_sample_time) 
				o_vld <= 1;
			else if (i_rdy&&o_vld) 
				o_vld <= 0;
		end
		"ODD": begin
			o_data <= pc_sample_time ? rx_data[DATA_WIDTH-1 : 0] : o_data ;
			pc_pass <= pc_sample_time ? (^rx_data) : pc_pass;
			if (rst) 
				o_vld <= 0;
			else if (pc_sample_time) 
				o_vld <= 1;
			else if (i_rdy&&o_vld) 
				o_vld <= 0;
		end
	endcase
end
endmodule
</file>
<file path="/design/flow/run.sh">
#!/bin/bash
# OpenROAD 26Q1-2900-gdf79404cd8, Yosys 0.63+post, stock flow scripts
make -C /OpenROAD-flow-scripts/flow DESIGN_CONFIG=/design/flow/config.mk WORK_HOME=/design/flow/orfs finish
</file>
==> results_slide.txt <==
Synthesis and Place & Route Summary

Drt
  • First-pass DRT Iterations: 4
  • WL/cell: 9.940 um
  • Vias/cell: 4.259
  • DRT antenna net count: 0
  • Initial drt markers: 46
  • Inserted Diodes: 0
  • Final WL: 2306 um
  • Routed vias: 988
  • DRC viols: 0

STA
  • Setup TNS: 0 ps
  • Fin crit period: 1934 ps
  • Crit share post-route: 55.26%
  • Setup Skew: 6.597 ps
  • Final Hold Fails: 0
  • Slew @ Worst Pin: 727.8 ps
  • Max Transition Viols Final: 0
  • Final setup vio count: 0
  • RSZ-0062 raised after global routing: false
  • Rel. slew slack: 51.30%
  • Setup WS post-layout: 1566 ps
  • Max Clock Freq: 517.0 MHz

Logic synthesis
  • Seq share, synth: 59.39%
  • Ys flops: 42
  • Cells after Synth: 143
  • Share of flip-flops with an asynchronous set or reset: 0%
  • Mapped Area: 1685 um2
  • Chip Area, Yosys: 1685 um2
  • Post-synth top flop: dfxtp_1
  • # Cells Yosys: 143
  • YS warnings: 0
  • Post-synth EDFFs: 16
  • Synth unique cells: 34
  • Synthesized area per cell: 11.79 um2

Setup path
  • Cells along the critical path: inv_1 > ha_1 > nor3b_1 > nand2_1 > o31ai_4 > nor2_1
  • Critical Path AT: 2100 ps
  • Worst reg2reg path endpoint: signal_bit_cnter[7]
  • Max incr delay on CP: 420 ps
  • R2R setup slack: 1570 ps
  • Crit-path leading delay family: simple AND/OR/NAND/NOR gates
  • Crit Path Max Fanout: 6
  • Launching element type of the critical path: register
  • Type of the worst setup path: register to register
  • Worst path slowest cell: nor3b_1
  • Type of element capturing the critical path: register
  • R2r startpoint: signal_bit_cnter[0]
  • Sum of buffers and inverters on the critical path: 1
  • FF-to-FF path depth: 6
  • CP required: 3660 ps

Placement
  • Place WS: 1376 ps
  • Port Buffers: 12
  • Gpl congestion: 0.7892
  • Post-DP HPWL: 1654 um

Die
  • Core Area: 5270 um2
  • Chip footprint: 5921 um2
  • Die Y: 76.95 um
  • Die width: 76.95 um
  • Floorplan Utilization: 31.98%
  • # IOs: 14
  • # rows: 26

GRT
  • Gr usage total: 8.634%
  • Largest net degree at the start of global routing: 14
  • Initial antenna violation count: 0
  • Vias in the first global route: 912
  • Total gr overflow: 0
  • First-pass GRT wire length: 4036 um

Clock tree
  • CTS max path bufs: 2
  • Clk Latency, worst-skew pair: 290 ps
  • Root Buffer Master: clkbuf_8
  • Setup Buffers After CTS: 0
  • Clk slew on worst S/H paths: 70 ps
  • # resized after CTS: 0
  • Htree depth: 2
  • Cts-stage hold buffer count: 0
  • Sink Count: 42
  • CTS Buf Count: 5
  • CTS tree: done

Finish
  • Share of cells above drive strength 1: 9.259%
  • Layout area overhead: 19.75%
  • Most frequent cells in the layout: dfxtp_1, edfxtp_1, nor2_1
  • Post-layout util: 38.30%
  • Commonest non-fill, non-tap cell in the layout: dfxtp_1

Outcome
  • Status: finished clean

Min path
  • Number of cells on the worst hold path: 0
  • Hold Path Origin: sreg[0]
  • HP Class: register to register
  • WHS Endpoint: sreg[1]

Power
  • Static leakage: 0.7453 nW
  • Cell Int Power: 0.0007983 W
  • Worst IR Drop VDD: 0.0002648 V
  • Reg power frac: 52.7%
  • Net Sw Frac: 17.20%
  • Clock Power Share: 45.3%
  • Logic pwr share: 1.9%
  • Net Switching: 0.0001658 W
  • PwrDens: 477.7 nW/um2

Flow run
  • Maxcap violations: 0
  • Tool warning count: 29
==> worst reg2reg max path, cell delays in order (launching register included) <==
cell	delay (ps)
dfxtp_1	350
inv_1	70
ha_1	230
nor3b_1	420
nand2_1	240
o31ai_4	410
nor2_1	90
==> how the worst max path moves through the flow <==
| stage | startpoint | to | cells past startpoint |
|---|---|---|---|
| global route | signal_bit_cnter[0] | signal_bit_cnter[11] | 6 |
| finish | signal_bit_cnter[0] | signal_bit_cnter[7] | 6 |
| CTS | signal_bit_cnter[0] | rx_data[1] | 4 |
==> flip-flops by register name, indices dropped and copies added (netlist names) <==
| signal | flops |
|---|---|
| rx_data | 8 |
| rx_fsm | 1 |
| o_data | 8 |
| non_pc_data_cnter | 4 |
| signal_bit_cnter | 13 |
| sreg | 2 |
| o_vld | 1 |
| rx_buffer | 4 |
| non_pc_sample_time | 1 |
==> power by group through the flow <==
stage | sequential [W] | combinational [W] | clock [W]
CTS | 0.000508 | 0.0000188 | 0.000448
global route | 0.000509 | 0.0000219 | 0.000469
finish | 0.000508 | 0.0000184 | 0.000437
==> area by class of cell <==
class	count	area, um2
Inverter	13	48.80
Multi-Input combinational cell	87	628.1
Sequential cell	42	1001
Fill cell	522	3252
Clock inverter	3	63.81
Timing Repair Buffer	12	120.1
Tap cell	70	87.58
Clock buffer	5	68.82
==> cells in the mapped netlist (2+ instances only) <==
master | instances | area [um2]
or2_2 | 4 | 25.02
nand2_1 | 11 | 41.29
nand2b_1 | 2 | 12.51
dfxtp_1 | 26 | 520.5
xnor2_1 | 2 | 17.52
mux2i_1 | 2 | 20.02
ha_1 | 8 | 100.1
xor2_1 | 7 | 61.31
or3_1 | 2 | 12.51
nor3b_1 | 2 | 15.01
inv_1 | 13 | 48.80
nor4_1 | 2 | 12.51
o21ai_0 | 5 | 25.02
a21oi_1 | 6 | 30.03
nor2_1 | 14 | 52.55
nand3_1 | 4 | 20.02
edfxtp_1 | 16 | 480.5
==> cell families after synthesis <==
| group | after synthesis | share of synthesized area, % |
|---|---|---|
| XOR/XNOR | 9 | 4.677 |
| buffers and inverters | 14 | 3.341 |
| AND-OR/OR-AND | 14 | 5.494 |
| other | 1 | 0.2225 |
| multiplexers | 3 | 1.856 |
| adder cells (fa/ha/maj) | 9 | 7.127 |
| flip-flops | 42 | 59.39 |
| AND/OR/NAND/NOR | 51 | 17.89 |
==> through the flow <==
step / cells / power (W) / hold WS, ps / area [um2]
final: 232 / 0.0009641 / 343.8 / 2018
after global placement: 224 / 0.0005380 / 328.9 / 1886
after detailed placement: 224 / 0.0005383 / 324.5 / 1886
after floorplan: 143 / 0.0005317 / 309.6 / 1685
after CTS: 232 / 0.0009752 / 348.7 / 2018
after global routing: 232 / 0.0009998 / 362.6 / 2018
==> layer usage <==
| metal | part of all wire, % | wire, um | vias up | global-route usage, % |
|---|---|---|---|---|
| li1 | - | - | 520 | - |
| met1 | 52 | 1204 | 454 | 12.36 |
| met2 | 44 | 1017 | 12 | 13.66 |
| met3 | 3.1 | 72 | 2 | 2.539 |
| met4 | 0.52 | 12 | 0 | 1.154 |
| met5 | 0 | 0 | - | 0 |
Power is estimated from default activity; no workload was simulated.
